### design/flow/design.v
module ffnn(
	input [7:0] i0,
	input [7:0] i1,
	input [7:0] i2,
	input [7:0] i3,
	input [7:0] i0w0,
	input [7:0] i1w0,
	input [7:0] i2w0,
	input [7:0] i3w0,
	input [7:0] i0w1,
	input [7:0] i1w1,
	input [7:0] i2w1,
	input [7:0] i3w1,
	input [7:0] i0w2,
	input [7:0] i1w2,
	input [7:0] i2w2,
	input [7:0] i3w2,
	input [7:0] h0b,
	input [7:0] h1b,
	input [7:0] h2b,
	output reg [7:0] h0,
	output reg [7:0] h1,
	output reg [7:0] h2
);
wire [7:0] h00;
wire [7:0] h01;
wire [7:0] h02;
wire [7:0] h03;
wire [7:0] h10;
wire [7:0] h11;
wire [7:0] h12;
wire [7:0] h13;
wire [7:0] h20;
wire [7:0] h21;
wire [7:0] h22;
wire [7:0] h23;
reg [7:0] h_0_sum;
reg [7:0] h_1_sum;
reg [7:0] h_2_sum;
assign h00 = i0 * i0w0;
assign h01 = i1 * i1w0;
assign h02 = i2 * i2w0;
assign h03 = i3 * i3w0;
assign h10 = i0 * i0w1;
assign h11 = i1 * i1w1;
assign h12 = i2 * i2w1;
assign h13 = i3 * i3w1;
assign h20 = i0 * i0w2;
assign h21 = i1 * i1w2;
assign h22 = i2 * i2w2;
assign h23 = i3 * i3w2;
assign h_0_sum = h00 + h01 + h02 + h03 + h0b;
assign h_1_sum = h10 + h11 + h12 + h13 + h1b;
assign h_2_sum = h20 + h21 + h22 + h23 + h2b;
assign h0 = relu(h_0_sum);
assign h1 = relu(h_1_sum);
assign h2 = relu(h_2_sum);
function [7:0] relu(input [7:0] sigma);
	begin
		relu = (sigma > 0) ? sigma : 0;
	end
endfunction
endmodule
### design/flow/run.sh
#!/bin/bash
# OpenROAD 26Q1-2900-gdf79404cd8, Yosys 0.63+post, stock flow scripts
make -C /OpenROAD-flow-scripts/flow DESIGN_CONFIG=/design/flow/config.mk WORK_HOME=/design/flow/orfs finish
### design/flow/config.mk
export PLATFORM = sky130hd
export DESIGN_NAME = ffnn
export DESIGN_NICKNAME = ffnn
export VERILOG_FILES = /design/flow/design.v
export SDC_FILE = /design/flow/constraint.sdc
export NUM_CORES = 4
export LEC_CHECK = 1
export CORE_UTILIZATION = 50
### design/flow/constraint.sdc
current_design ffnn

set clk_period 13.0
set clk_io_pct 0.2

create_clock -name clk0 -period $clk_period

set non_clock_inputs [all_inputs -no_clocks]
set_input_delay [expr $clk_period * $clk_io_pct] -clock clk0 $non_clock_inputs
set_output_delay [expr $clk_period * $clk_io_pct] -clock clk0 [all_outputs]
==> impl_metrics.csv <==
group,metric,value,unit
worst_setup_path,crit_path_end_kind,"output port",
final_layout,drive_above_1_share,0.0279,
routing,antennaDiodeCount,0,
yosys,synth.distinct_cells,19,
routing,vias,9354,
power,p_per_area,310,nW/um2
final_layout,final_cells,1978,
yosys,mux_area_frac,0,
routing,drtIter0Drc,356,
routing,drc,0,
yosys,adder_share,0.555,
routing,dr.pass1.iters,20,
yosys,xor_share,0.142,
global_route,antenna_found_initial,0,
placed_design,place.gp.congestion,0.937,
yosys,yosys_warnings,7,
yosys,syn_area,12800,um2
placed_design,dp_cells,1978,
yosys,simple_gate_share,0.170,
worst_setup_path,worst-path-max-fanout,10,
final_layout,area_delta_synth_final,17.5,%
yosys,netlist_instances,1484,
min_path,hold_start,"h2b[0]",
sta,hold_viol_final,0,
final_layout,lay_top_count,"inv_1",
die,die_area,26200,um2
min_path,whs_path_depth,4,
final_layout,layout.cells.most_common_list,"inv_1 (378), fa_1 (234), nand2_1 (214)",
placed_design,io_buffers,176,
die,die_width,162,um
yosys,synth.avg_cell_area,8.60,um2
power,seqPwrFrac,0,
global_route,grt_pass1_wl,54.8,mm
power,power,0.00465,W
clock_tree,ctsResizeCount,0,
routing,wl,34.4,mm
worst_setup_path,critPathKind,"input port to output port",
die,floorplan.core_util,0.509,
job,drv_cap,0,
yosys,synth.logic.top_family,"adder cells",
final_layout,fin_area,15000,um2
die,core_area,25100,um2
sta,fmax,0.0791,GHz
global_route,grt_pass1_vias,10034,
die,die_y,162,um
worst_setup_path,critPathLaunchType,"input port",
power,combPwrFrac,1.000,
sta,finalCritPeriodShare,0.973,
sta,slew_headroom,0.500,
yosys,compound_area_frac,0.00588,
power,p_switching,0.00184,W
worst_setup_path,worst_ep_arrival_time,10.04,ns
yosys,ys_area,12800,um2
routing,routed_via_density,4.73,
routing,ant_nets,0,
min_path,hold_class,"input port to output port",
sta,worst_slew_pin_slew,0.748,ns
placed_design,placed_cell_area,15000,um2
clock_tree,cts_hold_buf,0,
sta,fin_tns_setup,0,ns
global_route,grt_max_degree,25,
min_path,hold_end,"h2[0]",
final_layout,nClkBuffers,0,
job,tool_warnings,32,
die,num_rows,58,
worst_setup_path,cp.required,10.40,ns
clock_tree,post_cts_buffers,0,
power,p_clk_frac,0,
yosys,ys_cells,1484,
sta,maxSlewViolCount,0,
sta,finalSetupViolations,0,
status,outcome,"finished clean",
sta,fin_crit,12.64,ns
global_route,track_usage,0.298,
die,io_pins,176,
final_layout,regArea,0,um2
yosys,synth_seq_share,0,
global_route,grt_overflow,0,
power,power.internal,0.00281,W
power,p_sw_frac,0.396,
power,peakVddDrop,0.000509,V
power,p_leak,7.49,nW
sta,rsz0062_at_grt,"no",
final_layout,fillers,2285,
final_layout,ff_count,0,
routing,wl_per_cell,17.4,um
placed_design,dp_hpwl,30.1,mm
## logic make-up (layout without fill, tap and decap cells)
group / Yosys count / after routing
AND-OR/OR-AND: 12 / 12
XOR/XNOR: 192 / 192
adder cells (fa/ha/maj): 426 / 426
buffers and inverters: 422 / 586
AND/OR/NAND/NOR: 432 / 432
## metal layers
layer | track usage | vias up | share of wire
met2 | 0.461 | 326 | 0.46
met5 | 0.00379 | - | 0
met4 | 0.0266 | 0 | 0.011
met1 | 0.453 | 4432 | 0.44
met3 | 0.0888 | 23 | 0.088
li1 | - | 4573 | -
## cell usage after synthesis
cell type	count	area, um2
inv_1	378	1420
fa_1	234	4680
nand2_1	214	803
and2_1	210	1310
ha_1	192	2400
xnor2_1	147	1290
xor2_1	33	289
clkbuf_1	32	120
a21o_1	6	45.0
a21oi_1	6	30.0
buf_2	6	30.0
xnor2_2	6	97.6
xnor3_1	6	135
nand2_2	4	25.0
and2_2	3	22.5
buf_6	3	33.8
buf_4	2	15.0
clkbuf_2	1	5.00
nand2_4	1	11.3
## layout make-up
class	count	area, um2	share of cell area
inverters	378	1420	0.0946
multi-input cells	1062	11100	0.743
repair buffers	208	2030	0.135
well taps	330	413	0.0275
## power by group through the flow
stage                 Sequential, W  Combinational (W)  Clock (W)
final                             0            0.00465          0
after CTS                         0            0.00473          0
after global routing              0            0.00527          0
## worst max-delay path, stage by stage
cell and delay (ns):
clkdlybuf4s50_1 0.84, and2_1 0.23, fa_1 0.44, fa_1 0.55, inv_1 0.07, fa_1 0.53, inv_1 0.05, fa_1 0.48
fa_1 0.58, fa_1 0.43, fa_1 0.49, inv_1 0.05, fa_1 0.47, inv_1 0.04, ha_1 0.30, a21o_1 0.19
a21oi_1 0.31, xnor2_1 0.18, xnor2_1 0.14, xnor3_1 0.42, xnor3_1 0.22, clkdlybuf4s50_1 0.45
## metrics by stage
step	util	setup slack, ns	hold WS [ns]
floorplan	-	1.68	5.46
global placement	0.598	0.395	6.34
detailed placement	0.598	0.372	6.35
CTS	0.598	0.367	6.36
global route	0.598	0.0610	6.38
finish	0.598	0.355	6.35
## worst max path at each step
stage | from | endpoint | slack, ns | cells after the start
6_report | i3[3] | h2[7] | 0.36 | 22
5_1_grt | i3[3] | h2[7] | 0.06 | 22
4_1_cts | i0[3] | h0[7] | 0.37 | 22
No activity file was given, so power comes from the tool's default toggle rates.
