### flow/design.v
module hidden_to_out(
	input [7:0] h0,
	input [7:0] h1,
	input [7:0] h2,
	input [7:0] h0w0,
	input [7:0] h1w0,
	input [7:0] h2w0,
	input [7:0] h0w1,
	input [7:0] h1w1,
	input [7:0] h2w1,
	input [7:0] out_0b,
	input [7:0] out_1b,
	output reg [7:0] out_0,
	output reg [7:0] out_1
);
wire [15:0] out_00;
wire [15:0] out_01;
wire [15:0] out_02;
wire [15:0] out_10;
wire [15:0] out_11;
wire [15:0] out_12;
wire [11:0] out_0_sum;
wire [11:0] out_1_sum;
assign out_00 = h0 * h0w0;
assign out_01 = h1 * h1w0;
assign out_02 = h2 * h2w0;
assign out_10 = h0 * h0w1;
assign out_11 = h1 * h1w1;
assign out_12 = h2 * h2w1;
assign out_0_sum = out_00[15:8] + out_01[15:8] + out_02[15:8] + out_0b;
assign out_1_sum = out_10[15:8] + out_11[15:8] + out_12[15:8] + out_1b;
assign out_0 = relu(out_0_sum[11:4]);
assign out_1 = relu(out_1_sum[11:4]);
function [7:0] relu(input [7:0] sigma);
	begin
		relu = (sigma > 0) ? sigma : 0;
	end
endfunction
endmodule
### flow/run.sh
#!/bin/bash
# OpenROAD 26Q1-2900-gdf79404cd8, Yosys 0.63+post, stock flow scripts
make -C /OpenROAD-flow-scripts/flow DESIGN_CONFIG=/design/flow/config.mk WORK_HOME=/design/flow/orfs finish
### flow/config.mk
export PLATFORM = sky130hd
export DESIGN_NAME = hidden_to_out
export DESIGN_NICKNAME = hidden_to_out
export VERILOG_FILES = /design/flow/design.v
export SDC_FILE = /design/flow/constraint.sdc
export NUM_CORES = 4
export LEC_CHECK = 1
export CORE_UTILIZATION = 40
### flow/constraint.sdc
current_design hidden_to_out

set clk_period 14.1
set clk_io_pct 0.2

create_clock -name clk0 -period $clk_period

set non_clock_inputs [all_inputs -no_clocks]
set_input_delay [expr $clk_period * $clk_io_pct] -clock clk0 $non_clock_inputs
set_output_delay [expr $clk_period * $clk_io_pct] -clock clk0 [all_outputs]
==> results.txt <==
flow finished, numbers: Antenna diodes 0, final hold vios 0, Placement Cell Area 13900 um2, Total Routing Usage GR 17.9%, max-slew violation count 0, Crit path required time 11.28 ns, CTS Hold Bufs 0, global placement routability congestion 0.851, share of cells above drive strength 1 1.34%, fmax 0.0752 GHz, initial antenna violation count 0, fin cells 1891, top cells, area fa_1, ha_1, and2_1, Peak supply drop 0.406 mV, fin crit share 94.3%, Synth Seq Share 0%, detailed-route DRC error count 0, Worst Setup End Kind output port, Initial DRC Count 318, Slew headroom 52.0%, post-layout instance area 13900 um2, row count 64, worst slew pin tran 0.718 ns, first-pass GRT wire length 44000 um, first drt pass iteration count 4, final setup violation count 0, vias in the first global route 9237, tally of max-capacitance violations 0, DR WL/cell 13.2 um, FP Util 40.7%, Post-Syn Instances 1415, Pint 1740 uW, WHS Endpoint out_1[4], setup bufs post-CTS 0, clock buf count 0, die x size 178 um, Arr. time, crit path 10.47 ns, Clock power frac 0%, crit-path max FO 16, top cells by count, synth inv_1, and2_1, fa_1, FF/Latch Area 0 um2, DR vias 9056, I/O pin count 104, post-cts sizing count 0, Hold Path Origin out_1b[7], synthesized area 12500 um2, Synth-to-Final Area Change 11.5%, sw frac 46.7%, Yosys warnings 3, crit path time final 13.29 ns, RSZ-0062 raised after global routing no, Max-area cell share 38.6%, Worst Setup Start Kind primary input, most numerous cell in the Yosys netlist inv_1, Flop pwr share 0%, Synth cell types 55, Psw 1530 uW, dpl cells 1891, Synth area leader fa_1, core box area 30600 um2, Avg Inst Size Synth 8.81 um2, post-DP HPWL 21700 um, final WL 24900 um, die height 178 um, Pwr Density 236 nW/um2, YS chip area 12500 um2, ANT nets after route 0, Die ar. 31900 um2, Port Buffer Count 100, cell total in the yosys stat output 1415, Comb power frac 100.0%, registers 0, outcome completed, largest net degree at the start of global routing 17, vias per cell 4.79, Hold Path Depth 5, grt ovf 0, critical path type in2out, OpenROAD warning count 32, Pleak 0.00729 uW, Hold Path Class in2out, sum of negative setup slack 0 ns
[per-stage QoR]
stage	util, %	worst slack (ns)	power, uW	hold slack (ns)
after detailed placement	45.4	0.811	3320	6.92
after global placement	45.4	0.894	3300	6.92
after CTS	45.4	0.785	3350	6.93
after floorplan	-	2.42	2080	5.97
final	45.4	0.810	3270	6.91
after global routing	45.4	0.247	3800	6.96
[layout make-up]
type                       instances  area, um2
multi-input combinational       1080      11200
inverter                         309       1160
tap                              396        495
fill                            2942      16700
timing repair buffer             106       1050
[critical path, cell delays in order]
cell and delay [ns]:
clkdlybuf4s50_1 0.82, nand2_1 0.15, fa_1 0.51, fa_1 0.54
inv_1 0.05, fa_1 0.47, inv_1 0.05, fa_1 0.47
inv_1 0.04, ha_1 0.17, a2111oi_0 0.33, o21ai_1 0.20
a41oi_2 0.28, nor2b_1 0.10, o21a_1 0.19, nor2_1 0.12
xnor2_1 0.10, fa_1 0.51, inv_1 0.05, fa_1 0.47
inv_1 0.04, ha_1 0.31, a21bo_2 0.23, o31ai_1 0.39
a41o_1 0.28, nor2_1 0.06, xnor2_1 0.22, clkdlybuf4s50_1 0.51
[routing by layer]
| layer | up-vias | GRT usage, % | part of all wire (%) |
|---|---|---|---|
| li1 | 4500 | - | - |
| met1 | 4425 | 28.8 | 50 |
| met2 | 129 | 28.2 | 46 |
| met3 | 2 | 2.48 | 3.9 |
| met4 | 0 | 0.212 | 0.028 |
| met5 | - | 0 | 0 |
[power groups by stage]
stage	clock (uW)	combinational [uW]	sequential (uW)
after global routing	0	3800	0
after CTS	0	3350	0
final	0	3270	0
[worst max path at each step]
stage	startpoint	endpoint
4_1_cts	h1[4]	out_0[4]
5_1_grt	h1[4]	out_0[4]
6_report	h1[4]	out_0[4]
[kinds of logic (layout without fill, tap and decap cells)]
| group | Yosys count | count (layout) | share of synthesized area (%) |
|---|---|---|---|
| compound gates | 106 | 106 | 5.90 |
| buf+inv | 338 | 415 | 10.3 |
| other cells | 1 | 4 | 0.0301 |
| xor+xnor | 51 | 51 | 3.58 |
| simple gates | 467 | 467 | 20.3 |
| fa+ha+maj | 452 | 452 | 59.9 |
[cells in the final DEF, fill, tap and decap left out, drive strengths merged, types with 19 or more instances in the layout]
master         count
xnor2             29
clkdlybuf4s50    100
o21ai             19
nand2            121
fa               240
nor2              33
xor2              22
ha               212
a21oi             27
inv              309
and2             257
Power is estimated from default activity; no workload was simulated.
