==> /design/flow/design.v <==
module alu
(
	input clk,
	input rst,
	input [3:0] a,
	input [3:0] b,
	input [2:0] opn,
	output reg [3:0] alu_out0,
	output reg [3:0] alu_out1,
	output reg [3:0] status
);
parameter ALU_ADD = 3'b000;
parameter ALU_SUB = 3'b001;
parameter ALU_MUL = 3'b010;
parameter ALU_AND = 3'b011;
parameter ALU_OR  = 3'b100;
parameter ALU_XOR = 3'b101;
parameter ALU_LT  = 3'b110;
wire [4:0] add_val;
wire [4:0] sub_val;
wire [7:0] mul_val;
always @(posedge clk) begin
	if (rst) begin
		alu_out0 <= 'h0;
		alu_out1 <= 'h0;
		status	 <= 'h0;
	end
	else begin
		case (opn)
			ALU_ADD:
				begin
					alu_out0  <= add_val[3:0];
					status[1] <= add_val[4];
				end
			ALU_SUB:
				begin
					alu_out0  <= sub_val[3:0];
					status[1] <= sub_val[4];
				end
			ALU_MUL:
				begin
					alu_out0  <= mul_val[3:0];
					alu_out1  <= mul_val[7:4];
				end
			ALU_AND:
				begin
					alu_out0  <= a & b;
				end
			ALU_OR:
				begin
					alu_out0  <= a | b;
				end
			ALU_XOR:
				begin
					alu_out0  <= a ^ b;
				end
			ALU_LT:
				begin
					status[2] <= (a < b) ? 1'b1 : 1'b0;
				end
		endcase
	end
end
assign add_val = a + b;
assign sub_val = a - b;
assign mul_val = a * b;
endmodule
==> /design/flow/run.sh <==
#!/bin/bash
# OpenROAD 26Q1-2900-gdf79404cd8, Yosys 0.63+post, stock flow scripts
make -C /OpenROAD-flow-scripts/flow DESIGN_CONFIG=/design/flow/config.mk WORK_HOME=/design/flow/orfs finish
==> /design/flow/config.mk <==
export PLATFORM = sky130hd
export DESIGN_NAME = alu
export DESIGN_NICKNAME = alu
export VERILOG_FILES = /design/flow/design.v
export SDC_FILE = /design/flow/constraint.sdc
export NUM_CORES = 4
export LEC_CHECK = 1
export CORE_AREA = 10 10 89 89
export DIE_AREA = 0 0 99 99
==> /design/flow/constraint.sdc <==
current_design alu

set clk_period 3.8
set clk_io_pct 0.2

create_clock -name clk0 -period $clk_period [get_ports {clk}]

set non_clock_inputs [all_inputs -no_clocks]
set_input_delay [expr $clk_period * $clk_io_pct] -clock clk0 $non_clock_inputs
set_output_delay [expr $clk_period * $clk_io_pct] -clock clk0 [all_outputs]
==> impl_metrics.ini <==
; synthesis and place-and-route metrics
[critical_path]
arrival_ns = 3.58
crit_path_capture_type = flop
setup.reg_to_reg.worst_slack_ns = 3.08
worstReg2RegStart = status[2]
worstSetupStartpointType = input port
timing.setup.critical_path_class = in2reg
reg_to_reg_critical_path_endpoint = status[2]
worst_reg_to_reg_path_cell_count = 3
timing.critical_path.required_ns = 3.94
cp_max_fo = 3

[synth]
yosys_top_cell_by_area = sky130_fd_sc_hd__ha_1
synthesis.area_um2 = 1340
post_synth_inst_count = 168
synth_seq_share = 0.1494
synth-edff-count = 0
post-synth-top-count-cell = sky130_fd_sc_hd__ha_1
synthArstFlopShare = 0
average_cell_area_after_synthesis_um2 = 7.976
synth_top_area_share = 0.2241
top_cells_by_count = sky130_fd_sc_hd__ha_1 (24), sky130_fd_sc_hd__nor2_1 (21), sky130_fd_sc_hd__inv_1 (20), sky130_fd_sc_hd__a21oi_1 (14), sky130_fd_sc_hd__dfxtp_1 (10)
synth.top_cells.by_area = sky130_fd_sc_hd__ha_1 (22%), sky130_fd_sc_hd__dfxtp_1 (15%), sky130_fd_sc_hd__fa_1 (9.0%)
synth.ff_latch_count = 10
synth.yosys.warnings = 1
postSynth.topFlopCell = sky130_fd_sc_hd__dfxtp_1
synth.yosys.chip_area_um2 = 1340
yosys_cells = 168
yosysUniqueCellTypes = 41

[global_route]
grt_pass1_wl_um = 5927
total_routing_resource_utilization_after_global_routing = 0.06927
globalRouteOverflowTotal = 0
initial_antenna_violation_count = 0
grt_pass1_vias = 1239
grt_max_degree = 20

[clock_network]
cts_repair_resize_count = 0
clock_insertion_delay_worst_skew_ns = 0.22
clkSlewWorstSetupHoldPaths_ns = 0.04
post_cts_repair_setup_buffers = 0
clock_sink_count = 10
clock_path_buffers = 2
cts_hold_fix_bufs = 0
tritoncts = built
cts_made_buffers = 3
cts-root-buf = sky130_fd_sc_hd__clkbuf_8
cts.htree.levels = 1

[min_path]
hold-path-cell-count = 2
min-delay-start = status[1]
whs_endpoint = status[1]
worst_hold_path_type = reg2reg

[route]
detail-route-antenna-nets = 0
avgRoutedWirePerCell_um = 12.19
drc = 0
detail_route.iter0.violations = 53
drt-pass1-iter-count = 4
route.antenna.diode_count = 0
totalWireLength_um = 3206
post_drt_via_cell_ratio = 4.529
via_count = 1191

[flow_run]
max_cap_violations = 0
warnings = 33

[final_layout]
regArea_um2 = 200.2
drive_gt1_frac = 0.04787
synthToLayoutAreaGrowth_pct = 23.72
num-fill-cells = 637
final-instance-count-excl-fill = 263
mi_logic_area_um2 = 997.2

[pwr]
p_leak_uw = 0.0007520
power.ir.vdd_worst_mv = 0.08983
pwr_density_cell_nw_per_um2 = 230.6

[timing]
setup-violations-final = 0
slew_violations = 0
fin_setup_tns_ns = 0
timing.final.hold_violations = 0
maxSlewHeadroom = 0.6526
finalCriticalPeriod_ns = 3.436
rsz0062_at_grt = no
final_min_period_over_clock_period = 0.9043
fin_skew_ns = 0
max_freq_mhz = 291.0
tightest_slew_ns = 0.5195

[floorplan]
initial_utilization = 0.2237
chipHeight_um = 99
site_row_count = 28
dieWidth_um = 99
core_area_um2 = 5991
pin_count = 25
floorplan_die_area_um2 = 9801

[place]
gp_routability_congestion = 0.8579
port_buffers = 22
placedCellCount = 260
detailed_place_hpwl_um = 2741

[status]
status = finished, final reports clean
worst max path at each step:
stage | start | endpoint | slack, ns | cells past startpoint
final | a[0] | alu_out1[2] | 0.36 | 12
after global routing | a[0] | alu_out1[2] | 0.16 | 12
after CTS | a[0] | alu_out1[2] | 0.34 | 12
layout make-up:
type                       count  area share
clock buffer                   3     0.02491
timing repair buffer          25      0.1464
inverter                      22     0.04981
multi-input combinational    128      0.6015
sequential                    10      0.1208
tap                           75     0.05660
routing by layer:
| metal | track usage | up-vias | share of wire |
|---|---|---|---|
| li1 | - | 625 | - |
| met1 | 0.09329 | 527 | 0.45 |
| met2 | 0.1117 | 37 | 0.46 |
| met3 | 0.01832 | 2 | 0.080 |
| met4 | 0.007718 | 0 | 0.0090 |
| met5 | 0 | - | 0 |
metrics by stage:
stage / setup WS [ns] / hold WS (ns) / power [uW] / cell area, um^2 / utilization
6_report: 0.3638 / 0.4466 / 382.2 / 1658 / 0.2767
5_1_grt: 0.1555 / 0.4813 / 416.6 / 1658 / 0.2767
4_1_cts: 0.3436 / 0.4517 / 388.4 / 1658 / 0.2767
3_5_place_dp: 0.1095 / 0.4458 / 282.8 / 1617 / 0.2698
3_3_place_gp: 0.1259 / 0.4423 / 282.2 / 1617 / 0.2698
2_1_floorplan: 0.7549 / 0.4173 / 227.5 / 1344 / -
report_power, final:
part           total [uW]  switching, uW  internal [uW]
clock                 103           34.6           68.8
sequential            117           3.58            113
combinational         162           84.1           78.3
cells by family after synthesis:
kind of cell | Yosys count | synth area share
compound gates | 44 | 0.2194
xor+xnor | 6 | 0.03922
fa+ha+maj | 30 | 0.3137
buf+inv | 31 | 0.1092
flops | 10 | 0.1494
mux | 2 | 0.01494
other cells | 1 | 0.002798
simple gates | 44 | 0.1513
state kept, by name (all words and copies together) (netlist names):
register / cells
alu_out0: 4
alu_out1: 4
status: 2
cell usage in the layout, fill, tap and decap left out, types with 2 or more instances in the layout:
cell type                         netlist  final
sky130_fd_sc_hd__o311ai_0               2      2
sky130_fd_sc_hd__xnor2_1                3      3
sky130_fd_sc_hd__inv_2                  2      2
sky130_fd_sc_hd__conb_1                 1      2
sky130_fd_sc_hd__fa_1                   6      6
sky130_fd_sc_hd__a21oi_1               14     14
sky130_fd_sc_hd__nand2_1                9      9
sky130_fd_sc_hd__o21ai_0                6      6
sky130_fd_sc_hd__ha_1                  24     24
sky130_fd_sc_hd__clkbuf_8               0      3
sky130_fd_sc_hd__o32ai_1                2      2
sky130_fd_sc_hd__a31oi_1                2      2
sky130_fd_sc_hd__nor2_1                21     21
sky130_fd_sc_hd__xor2_1                 3      3
sky130_fd_sc_hd__o211ai_1               3      3
sky130_fd_sc_hd__dfxtp_1               10     10
sky130_fd_sc_hd__clkdlybuf4s50_1        0     22
sky130_fd_sc_hd__nand3_1                4      4
sky130_fd_sc_hd__mux2i_1                2      2
sky130_fd_sc_hd__a21o_1                 3      3
sky130_fd_sc_hd__nor3_1                 2      2
sky130_fd_sc_hd__inv_1                 20     20
sky130_fd_sc_hd__buf_4                  2      3
sky130_fd_sc_hd__a211oi_1               3      3
worst max-delay path: stages:
cell                              delay [ns]
sky130_fd_sc_hd__clkdlybuf4s50_1        0.52
sky130_fd_sc_hd__nand2_1                0.09
sky130_fd_sc_hd__fa_1                   0.54
sky130_fd_sc_hd__inv_1                  0.05
sky130_fd_sc_hd__fa_1                   0.56
sky130_fd_sc_hd__inv_1                  0.06
sky130_fd_sc_hd__fa_1                   0.45
sky130_fd_sc_hd__inv_1                  0.07
sky130_fd_sc_hd__a21o_1                 0.10
sky130_fd_sc_hd__a21oi_1                0.07
sky130_fd_sc_hd__xor2_1                 0.14
sky130_fd_sc_hd__o31ai_1                0.17
Power and IR drop assume default switching activity.
